`flow/config.mk`:
```
export PLATFORM = sky130hd
export DESIGN_NAME = Smart_Parking_System
export DESIGN_NICKNAME = Smart_Parking_System
export VERILOG_FILES = /design/flow/design.v
export SDC_FILE = /design/flow/constraint.sdc
export NUM_CORES = 4
export LEC_CHECK = 1
export CORE_AREA = 10 10 87 87
export DIE_AREA = 0 0 97 97
```
`flow/run.sh`:
```
#!/bin/bash
# OpenROAD 26Q1-2900-gdf79404cd8, Yosys 0.63+post, stock flow scripts
make -C /OpenROAD-flow-scripts/flow DESIGN_CONFIG=/design/flow/config.mk WORK_HOME=/design/flow/orfs finish
```
`flow/design.v`:
```
module Smart_Parking_System (
    input  wire CLK,
    input  wire RST,
    input  wire Car_Enter,
    input  wire Car_Exit,
    output reg  Gate_Open,
    output  [6:0] seg0,  
    output  [6:0] seg1,  
    output  [6:0] seg2   
);
parameter MAX_SPACES = 7'd100;
reg [6:0] car_counter;  
reg [6:0] available_spaces;
wire [6:0] ones, tens, hundreds;
reg [1:0] state, next_state;
localparam IDLE  = 2'b00,
           ENTER = 2'b01,
           EXIT  = 2'b10,
           FULL  = 2'b11;
always @(posedge CLK or negedge RST) begin
    if (!RST) begin
        car_counter <= 0;
        state <= IDLE;
    end else begin
        state <= next_state;
        if (Car_Enter && (car_counter < MAX_SPACES))
            car_counter <= car_counter + 1;
        else if (Car_Exit && (car_counter > 0))
            car_counter <= car_counter - 1;
    end
end
always @(*) begin
    case (state)
        IDLE: begin
            if (Car_Enter && (car_counter < MAX_SPACES))
                next_state = ENTER;
            else if (Car_Exit && (car_counter > 0))
                next_state = EXIT;
            else if (car_counter == MAX_SPACES)
                next_state = FULL;
            else
                next_state = IDLE;
        end
        ENTER: next_state = IDLE;
        EXIT:  next_state = IDLE;
        FULL: begin
            if (Car_Exit)
                next_state = EXIT;
            else
                next_state = FULL;
        end
        default: next_state = IDLE;
    endcase
end
always @(*) begin
    available_spaces = MAX_SPACES - car_counter;
    if (available_spaces == 0)
        Gate_Open = 0;
    else
        Gate_Open = 1;
end
   assign hundreds = available_spaces / 100;
   assign tens     = (available_spaces % 100) / 10;
   assign ones     = available_spaces % 10;
seven_segment_decoder #(.COMMON_ANODE(1))  Units_inst (
.i_data(ones),  
.o_display(seg0)  
);
seven_segment_decoder #(.COMMON_ANODE(1))  Tens_inst (
.i_data(tens),  
.o_display(seg1)  
);
seven_segment_decoder #(.COMMON_ANODE(1))  Hundreds_inst (
.i_data(hundreds),  
.o_display(seg2)  
);
endmodule
module seven_segment_decoder #(parameter COMMON_ANODE = 1) (
input [3:0] i_data,  
output reg [6:0] o_display  
);
always @(*) begin
case (i_data)
4'b0000: o_display = 7'b0111111;  
4'b0001: o_display = 7'b0000110;  
4'b0010: o_display = 7'b1011011;  
4'b0011: o_display = 7'b1001111;  
4'b0100: o_display = 7'b1100110;  
4'b0101: o_display = 7'b1101101;  
4'b0110: o_display = 7'b1111101;  
4'b0111: o_display = 7'b0000111;  
4'b1000: o_display = 7'b1111111;  
4'b1001: o_display = 7'b1101111;  
4'b1010: o_display = 7'b1110111;  
4'b1011: o_display = 7'b1111100;  
4'b1100: o_display = 7'b0111001;  
4'b1101: o_display = 7'b1011110;  
4'b1110: o_display = 7'b1111001;  
4'b1111: o_display = 7'b1110001;  
default: o_display = 7'b0000000;  
endcase
if (COMMON_ANODE)
o_display = ~o_display;
end
endmodule
```
`flow/constraint.sdc`:
```
current_design Smart_Parking_System

set clk_period 6.0
set clk_io_pct 0.2

create_clock -name clk0 -period $clk_period [get_ports {CLK}]

set non_clock_inputs [all_inputs -no_clocks]
set_input_delay [expr $clk_period * $clk_io_pct] -clock clk0 $non_clock_inputs
set_output_delay [expr $clk_period * $clk_io_pct] -clock clk0 [all_outputs]
```
==> metrics.yaml <==
route:
  route.detailed.drc: 0
  vias_per_cell: 5.614
  antenna_cells_inserted: 0
  via_count: 2998
  first_iter_violations: 137
  wl_microns: 7914
  detailedRoute.firstPassIterationCount: 4
  wl_per_cell_microns: 14.82
  ant_nets: 0
placement:
  place.detailed.hpwl_microns: 5718
  globalplace.congestion: 0.9204
  post_dp_cell_area_sq_um: 3572
  port_buffers: 22
  place_ws_ps: -376.4
global_routing:
  grt-ovfl-total: 0
  grt_start_max_net_pins: 14
  grt_util_all_layers_pct: 15.24
  grt_pass1_vias: 2741
  grt_pass1_wl_microns: 12990
  number_of_antenna_violations_at_the_first_check_in_global_routing: 0
synth:
  enable_flop_cells: 0
  asyncSetResetFlopFracSynth_pct: 100.0
  netlist-cell-type-count: 88
  synth_area_per_cell_sq_um: 7.551
  synth.top_cells.by_count: "sky130_fd_sc_hd__nand2_1, sky130_fd_sc_hd__ha_1, sky130_fd_sc_hd__a21oi_1, sky130_fd_sc_hd__inv_1, sky130_fd_sc_hd__nor2_1"
  synth.top_cell.area_share_pct: 13.65
  gate_count_after_technology_mapping: 340
  synth.yosys.chip_area_sq_um: 2567
  synth.largest_area_cell: "sky130_fd_sc_hd__ha_1"
  synth_top_cell_by_count: "sky130_fd_sc_hd__nand2_1"
  top_cells_by_area: "sky130_fd_sc_hd__ha_1, sky130_fd_sc_hd__dfrtp_1, sky130_fd_sc_hd__xnor2_1"
  postSynth.topFlopCell: "sky130_fd_sc_hd__dfrtp_1"
  area_of_the_mapped_netlist_sq_um: 2567
  synth-warning-count: 5
  ys_ff: 7
  yosys.stat.seqShare_pct: 6.823
  synth.yosys.num_cells: 340
worst_setup_path:
  highest_fanout_seen_on_the_critical_path: 5
  worst_ep_arrival_time_ps: 5140
  crit_type: "flip-flop to primary output"
  kind_of_end_point_of_the_critical_path: "primary output"
  r2r_cells: 13
  cp_launch_type: "flip-flop"
  rr_endpoint: "car_counter[6]"
  worst_ep_required_time_ps: 4800
  setup.reg_to_reg.worst_slack_ps: 3060
  launching_point_of_the_worst_reg2reg_path: "car_counter[1]"
floorplan:
  io_pins: 26
  die-height_microns: 97
  die_area_sq_um: 9409
  core_area_sq_um: 5642
  floorplan.initialDensity_pct: 45.51
  core.rowCount: 27
  die_width_microns: 97
timing:
  min_cycle_time_layout_ps: 6338
  final_min_period_over_clock_period_pct: 105.6
  minimum_setup_slack_in_the_final_design_ps: -338.3
  setup_violations: 7
  skew_final_ps: 0.8568
  fmax_mhz: 157.8
  slew_headroom_pct: 65.52
  finalMaxSlewViolations: 0
  grt_setup_unrepaired: "true"
  hold_viol: 0
  hold_slack_ps: 561.3
  worstMarginPinSlew_ps: 513.3
job:
  log.warning_count: 42
  cap_viol_max_count: 0
min_path:
  holdCritPathClass: "flip-flop to flip-flop"
  hold_path_depth: 1
  min_delay_worst_endpoint: "car_counter[6]"
  timing.hold.worst.start: "car_counter[6]"
final_layout:
  largest_register_ffs: 7
  registers_with_the_most_flip_flops: "car_counter x7"
  drive_gt1_share_pct: 51.30
  area_delta_synth_final_pct: 65.79
  cell_area_after_layout_sq_um: 4257
  registers.top_by_ff_count: "car_counter"
  filler_cell_count: 363
status:
  outcome: "finished with violations"
  violations_in_the_final_reports: "setup timing"
clocking:
  total_clock_buffers_created_by_cts: 3
  cts.hold.buffers_added: 0
  clockRootBuffer: "sky130_fd_sc_hd__clkbuf_8"
  path_clk_slew_ps: 40
  cts-root-to-sink-buffers: 2
  clock_latency_ps: 220
  h-tree-depth: 1
  clock_sinks: 7
  clock_tree_from_tritoncts: "done"
==> worst max path at each step <==
stage	start	endpoint	slack [ps]	cells past startpoint
after CTS	car_counter[4]	seg1[3]	-260	23
final	car_counter[1]	seg1[3]	-340	25
after global routing	car_counter[0]	seg1[3]	-560	27
==> layout make-up <==
cell class,instances,area [sq um],share of cell area (%)
Multi-Input combinational cell,294,2760,64.84
Timing Repair Buffer,135,1090,25.60
Sequential cell,7,177.7,4.174
Inverter,22,93.84,2.205
Tap cell,72,90.09,2.116
Clock buffer,4,45.04,1.058
==> per-stage QoR <==
stage               instances  utilization, %  setup TNS (ps)
floorplan                 341               -               0
global placement          501           63.32           -2309
detailed placement        501           63.32           -2080
CTS                       526           69.88           -1392
global route              534           75.45           -3122
finish                    534           75.45           -1047
==> routing by layer <==
metal | vias to the layer above | global-route usage [%] | part of all wire, % | routed length, microns
li1 | 1533 | - | - | -
met1 | 1399 | 23.62 | 53 | 4200
met2 | 59 | 23.01 | 42 | 3353
met3 | 7 | 1.504 | 3.9 | 310
met4 | 0 | 1.015 | 0.64 | 51
met5 | - | 0 | 0 | 0
==> repair_timing <==
item	CTS	global route
endpoints found under the setup margin	13	14
buffers inserted	21	12
pin swaps	36	41
resized	57	55
==> cell usage in the layout, fill, tap and decap left out, drive strengths merged, types with 4 or more instances in the layout <==
cell / Yosys / routed
a211oi: 5 / 5
a21o: 6 / 6
a21oi: 21 / 21
and2: 7 / 7
buf: 14 / 119
clkbuf: 4 / 5
clkdlybuf4s50: 0 / 13
dfrtp: 7 / 7
ha: 28 / 28
inv: 20 / 20
mux2i: 4 / 4
nand2: 31 / 31
nand2b: 10 / 10
nand3: 11 / 11
nand4: 4 / 4
nor2: 16 / 16
nor2b: 4 / 4
nor3: 8 / 8
nor4: 4 / 4
o211ai: 6 / 6
o21a: 4 / 4
o21ai: 20 / 20
o221a: 4 / 4
o221ai: 4 / 4
o22ai: 5 / 5
or2: 5 / 5
or3: 6 / 6
xnor2: 18 / 18
==> critical path, cell delays in order, from the launching register on <==
cell and delay (ps):
sky130_fd_sc_hd__dfrtp_2 400, sky130_fd_sc_hd__inv_2 70, sky130_fd_sc_hd__ha_4 180, sky130_fd_sc_hd__buf_12 130, sky130_fd_sc_hd__nor2b_4 110, sky130_fd_sc_hd__o21ai_2 80
sky130_fd_sc_hd__and2_4 150, sky130_fd_sc_hd__ha_4 170, sky130_fd_sc_hd__or2_4 240, sky130_fd_sc_hd__ha_4 220, sky130_fd_sc_hd__or2_4 240, sky130_fd_sc_hd__a32oi_2 220
sky130_fd_sc_hd__o211ai_1 130, sky130_fd_sc_hd__or3_4 400, sky130_fd_sc_hd__o221a_4 310, sky130_fd_sc_hd__a21o_1 220, sky130_fd_sc_hd__o221a_4 140, sky130_fd_sc_hd__xnor2_2 140
sky130_fd_sc_hd__buf_4 150, sky130_fd_sc_hd__o311a_4 380, sky130_fd_sc_hd__ha_4 170, sky130_fd_sc_hd__buf_6 100, sky130_fd_sc_hd__nor2b_4 120, sky130_fd_sc_hd__a31oi_1 190
sky130_fd_sc_hd__o211ai_1 130, sky130_fd_sc_hd__buf_2 140
==> cell families (layout without fill, tap and decap cells) <==
logic type | count (synthesis) | in the layout | synth area share, %
and+or+nand+nor | 116 | 116 | 24.66
xor gates and xnor gates | 21 | 21 | 8.041
other | 2 | 3 | 0.2925
DFF | 7 | 7 | 6.823
buffers and inverters | 40 | 161 | 7.602
adders and majority gates | 31 | 31 | 15.20
muxes | 7 | 7 | 3.021
AOI/OAI and AO/OA | 116 | 116 | 34.36
